File: /design/flow/config.mk
export PLATFORM = sky130hd
export DESIGN_NAME = alu
export DESIGN_NICKNAME = alu
export VERILOG_FILES = /design/flow/design.v
export SDC_FILE = /design/flow/constraint.sdc
export NUM_CORES = 4
export LEC_CHECK = 1
export CORE_UTILIZATION = 50
File: /design/flow/constraint.sdc
current_design alu

set clk_period 25.3
set clk_io_pct 0.2

create_clock -name clk0 -period $clk_period

set non_clock_inputs [all_inputs -no_clocks]
set_input_delay [expr $clk_period * $clk_io_pct] -clock clk0 $non_clock_inputs
set_output_delay [expr $clk_period * $clk_io_pct] -clock clk0 [all_outputs]
File: /design/flow/design.v
`timescale 1us/100ns
module adder32(A, B, S, Cin, Cout);
input [31:0] A;
input [31:0] B;
input Cin;
output [31:0] S, Cout;
wire [31:0] internalcarry;
fulladder B0(.a(A[0]), .b(B[0]), .cin(Cin), .cout(internalcarry[0]), .s(S[0]));
fulladder B1(.a(A[1]), .b(B[1]), .cin(internalcarry[0]), .cout(internalcarry[1]), .s(S[1]));
fulladder B2(.a(A[2]), .b(B[2]), .cin(internalcarry[1]), .cout(internalcarry[2]), .s(S[2]));
fulladder B3(.a(A[3]), .b(B[3]), .cin(internalcarry[2]), .cout(internalcarry[3]), .s(S[3]));
fulladder B4(.a(A[4]), .b(B[4]), .cin(internalcarry[3]), .cout(internalcarry[4]), .s(S[4]));
fulladder B5(.a(A[5]), .b(B[5]), .cin(internalcarry[4]), .cout(internalcarry[5]), .s(S[5]));
fulladder B6(.a(A[6]), .b(B[6]), .cin(internalcarry[5]), .cout(internalcarry[6]), .s(S[6]));
fulladder B7(.a(A[7]), .b(B[7]), .cin(internalcarry[6]), .cout(internalcarry[7]), .s(S[7]));
fulladder B8(.a(A[8]), .b(B[8]), .cin(internalcarry[7]), .cout(internalcarry[8]), .s(S[8]));
fulladder B9(.a(A[9]), .b(B[9]), .cin(internalcarry[8]), .cout(internalcarry[9]), .s(S[9]));
fulladder B10(.a(A[10]), .b(B[10]), .cin(internalcarry[9]), .cout(internalcarry[10]), .s(S[10]));
fulladder B11(.a(A[11]), .b(B[11]), .cin(internalcarry[10]), .cout(internalcarry[11]), .s(S[11]));
fulladder B12(.a(A[12]), .b(B[12]), .cin(internalcarry[11]), .cout(internalcarry[12]), .s(S[12]));
fulladder B13(.a(A[13]), .b(B[13]), .cin(internalcarry[12]), .cout(internalcarry[13]), .s(S[13]));
fulladder B14(.a(A[14]), .b(B[14]), .cin(internalcarry[13]), .cout(internalcarry[14]), .s(S[14]));
fulladder B15(.a(A[15]), .b(B[15]), .cin(internalcarry[14]), .cout(internalcarry[15]), .s(S[15]));
fulladder B16(.a(A[16]), .b(B[16]), .cin(internalcarry[15]), .cout(internalcarry[16]), .s(S[16]));
fulladder B17(.a(A[17]), .b(B[17]), .cin(internalcarry[16]), .cout(internalcarry[17]), .s(S[17]));
fulladder B18(.a(A[18]), .b(B[18]), .cin(internalcarry[17]), .cout(internalcarry[18]), .s(S[18]));
fulladder B19(.a(A[19]), .b(B[19]), .cin(internalcarry[18]), .cout(internalcarry[19]), .s(S[19]));
fulladder B20(.a(A[20]), .b(B[20]), .cin(internalcarry[19]), .cout(internalcarry[20]), .s(S[20]));
fulladder B21(.a(A[21]), .b(B[21]), .cin(internalcarry[20]), .cout(internalcarry[21]), .s(S[21]));
fulladder B22(.a(A[22]), .b(B[22]), .cin(internalcarry[21]), .cout(internalcarry[22]), .s(S[22]));
fulladder B23(.a(A[23]), .b(B[23]), .cin(internalcarry[22]), .cout(internalcarry[23]), .s(S[23]));
fulladder B24(.a(A[24]), .b(B[24]), .cin(internalcarry[23]), .cout(internalcarry[24]), .s(S[24]));
fulladder B25(.a(A[25]), .b(B[25]), .cin(internalcarry[24]), .cout(internalcarry[25]), .s(S[25]));
fulladder B26(.a(A[26]), .b(B[26]), .cin(internalcarry[25]), .cout(internalcarry[26]), .s(S[26]));
fulladder B27(.a(A[27]), .b(B[27]), .cin(internalcarry[26]), .cout(internalcarry[27]), .s(S[27]));
fulladder B28(.a(A[28]), .b(B[28]), .cin(internalcarry[27]), .cout(internalcarry[28]), .s(S[28]));
fulladder B29(.a(A[29]), .b(B[29]), .cin(internalcarry[28]), .cout(internalcarry[29]), .s(S[29]));
fulladder B30(.a(A[30]), .b(B[30]), .cin(internalcarry[29]), .cout(internalcarry[30]), .s(S[30]));
fulladder B31(.a(A[31]), .b(B[31]), .cin(internalcarry[30]), .cout(internalcarry[31]), .s(S[31]));
endmodule
`timescale 1us/100ns
module alu(
input [31:0] a,b,    
input [3:0] func, 
output [31:0] out
);
reg [31:0] result;
assign out = result;
wire [31:0] add_result;
wire [31:0] cout;
adder32 alu_adder(.A(a), .B(b), .Cin(1'b0), .S(add_result), .Cout(cout));
always @(*) begin
    case(func)
        4'b0000: begin  
            result = add_result;
            end
        4'b0001: begin  
            result = a - b;
            end
        4'b0010: begin  
            result = a & b;
            end
        4'b0011: begin  
            result = a | b;
            end
        4'b0100: begin  
            result = a ^ b;
            end
        4'b1011: begin  
            result = a + b;
            end
        default: begin
            result = 32'h00000000;
        end
    endcase
end
endmodule
`timescale 1us/100ns
module fulladder(
    input a, 
    input b,
    input cin, 
    output reg s,
    output reg cout
);
always @(*) begin
    case({a, b, cin})
        3'b000: begin
            s = 1'b0;
            cout = 1'b0;
        end
        3'b001: begin
            s = 1'b1;
            cout = 1'b0;
        end
        3'b010: begin
            s = 1'b1;
            cout = 1'b0;
        end
        3'b011: begin
            s = 1'b0;
            cout = 1'b1;
        end
        3'b100: begin
            s = 1'b1;
            cout = 1'b0;
        end
        3'b101: begin
            s = 1'b0;
            cout = 1'b1;
        end
        3'b110: begin
            s = 1'b0;
            cout = 1'b1;
        end
        3'b111: begin
            s = 1'b1;
            cout = 1'b1;
        end
        default: begin
            s = 1'b0;
            cout = 1'b0;
        end
    endcase
end
endmodule
File: /design/flow/run.sh
#!/bin/bash
# OpenROAD 26Q1-2900-gdf79404cd8, Yosys 0.63+post, stock flow scripts
make -C /OpenROAD-flow-scripts/flow DESIGN_CONFIG=/design/flow/config.mk WORK_HOME=/design/flow/orfs finish
==> impl_report.txt <==
=== SYNTHESIS / PLACE & ROUTE SUMMARY ===
----------------------------------------------------
[Status]
  Status ........................ finished clean

[Timing]
  F_max ........................ roughly 0.041 GHz
  Pin slew with the least headroom to its limit ........................ 0.787 ns
  Final Critical Period ........................ around 24 ns
  Final Hold Violation Tally ........................ 0
  Worst slew slack as a fraction of its limit ........................ 47.4%
  Max-slew violation count ........................ 0
  Final tally of setup violations ........................ 0
  Final cycle utilization of the critical path ........................ a little over nine tenths

[Floorplan]
  Vert. Die Dim ........................ about 110 microns
  Die width ........................ 113 microns
  Chip footprint ........................ 12700 sq um
  Core area ........................ 12000 sq um
  Number of core rows ........................ 40
  Ports placed on the boundary ........................ 100
  Core utilization at floorplan ........................ 51.3%

[Power and ir drop]
  Leak Pwr ........................ 3.26 nW
  Overall power consumption ........................ 0.000153 W
  Power density relative to cell area ........................ roughly 21 nW/um^2
  Worst supply voltage drop on vdd ........................ 0.0000160 V

[Setup path]
  Buf/Inv on CP ........................ 3
  Worst Setup Path Type ........................ in -> out
  Type of destination of the critical path ........................ primary output
  Highest-delay cell along the critical path ........................ sky130_fd_sc_hd__clkdlybuf4s50_1
  Cell mode on critical path ........................ sky130_fd_sc_hd__ha_1
  CP startpoint kind ........................ input pin
  Crit-path max cell delay ........................ 0.46 ns
  Cell family with the largest share of critical-path delay ........................ AND-OR/OR-AND gates
  CP Max Fanout ........................ 4
  Data arrival time of the critical path ........................ between 15 and 20 ns
  Worst endpoint required time ........................ 20.24 ns

[Route]
  Number of optimization iterations in the first detailed-route pass ........................ 5
  DR DRC count ........................ 0
  DRC violation total after the first TritonRoute iteration ........................ 381
  N_diodes ........................ 0
  Antenna violation net count after detailed routing ........................ 0
  Via-per-instance ratio ........................ roughly 5.9
  Via count ........................ 6386
  Total Routed Length ........................ 16900 microns
  Average routed wire per standard cell ........................ about 16 microns

[Cells and area]
  Number of flip-flops and latches ........................ 0
  Layout area overhead ........................ 19.7%
  Most frequent logic cell in the layout ........................ sky130_fd_sc_hd__ha_1
  Share of post-route cells with drive strength above 1 ........................ 4.14%
  Post-route design area ........................ 7340 sq um
  Filler cells ........................ 1103
  Layout clock buffers ........................ 0
  Commonest non-fill, non-tap cells in the layout ........................ sky130_fd_sc_hd__ha_1 (155), sky130_fd_sc_hd__clkdlybuf4s50_1 (99), sky130_fd_sc_hd__o21ai_0 (93)
  Sequential cell area in the final layout ........................ 0 sq um
  Combinational gate area ........................ 5810 sq um

[Synth]
  Yosys synthesis chip area ........................ 6130 sq um
  Area share of and/or/nand/nor cells after synthesis ........................ 18.0%
  Multiplexer fraction of the synthesized cell area ........................ 1.16%
  Number of cells in the yosys synthesis report ........................ ~860
  Syn Std Cell Area ........................ 6130 sq um
  Netlist cell types ........................ 65
  Compound-cell area share of the yosys netlist ........................ a little under a third
  Synthesized area per cell ........................ between 7 and 8 sq um
  Register area share after synthesis ........................ 0%
  Post-synthesis cell count ........................ 862
  Warnings from Yosys ........................ 2
  Largest area contributor in the synthesized netlist ........................ sky130_fd_sc_hd__ha_1
  Largest cells by area after synthesis ........................ sky130_fd_sc_hd__ha_1 (32%), sky130_fd_sc_hd__xnor2_1 (10%), sky130_fd_sc_hd__o21ai_0 (7.7%)
  XOR/XNOR Area Share ........................ 11.9%
  Biggest combinational cell group after synthesis ........................ adder cells
  Adder-cell share of the synthesized area ........................ 32.0%
  Proportion of netlist area held by the largest area contributor ........................ 31.6%

[Run]
  Max capacitance violation total ........................ 0
  Count of tool warnings ........................ 93

[Hold path]
  Sink of the worst hold path ........................ out[0]
  Worst hold path class ........................ in -> out
  Critical hold path startpoint ........................ a[0]
  Min-Delay Path Depth ........................ 5

[Placed design]
  GPL Wtd Cong ........................ 0.927
  Instance area at placement ........................ about 7300 sq um
  Port buffer count ........................ 100
  Final HPWL from detailed placement ........................ 13000 microns

[Global route]
  Vias in the first global route ........................ 5802
  Overall global routing resource usage ........................ 26.6%
  Largest net degree at the start of global routing ........................ 65
  Antenna violations before repair ........................ 0
  Total congestion overflow ........................ 0
  First-pass GRT wire length ........................ around 28000 microns

[Clocking]
  Quantity of hold-fixing buffers added after cts ........................ 0

----------------------------------------------------
## timing repair
item | CTS | global route
hold endpoints to repair | 0 | 0
setup buffers | 0 | 4
setup endpoints to repair | 0 | 4
resized | 0 | 12
## synth_stat cells (8+ instances only)
cell and n:
sky130_fd_sc_hd__xnor2_1 71, sky130_fd_sc_hd__nand2_1 62, sky130_fd_sc_hd__inv_1 72, sky130_fd_sc_hd__xor2_1 12, sky130_fd_sc_hd__a31oi_1 22, sky130_fd_sc_hd__clkbuf_1 24, sky130_fd_sc_hd__a21oi_1 34, sky130_fd_sc_hd__nand2b_1 9
sky130_fd_sc_hd__o21ai_0 94, sky130_fd_sc_hd__o21a_1 15, sky130_fd_sc_hd__o211ai_1 8, sky130_fd_sc_hd__nor2b_1 11, sky130_fd_sc_hd__o21ai_1 10, sky130_fd_sc_hd__a221oi_1 30, sky130_fd_sc_hd__nor3_1 14, sky130_fd_sc_hd__nor2_1 88
sky130_fd_sc_hd__a21o_1 9, sky130_fd_sc_hd__ha_1 155, sky130_fd_sc_hd__nand3_1 9
## where the power goes
part	total, W	switching, W	internal [W]
registers	0	0	0
clock network	0	0	0
logic	0.000153	0.0000806	0.0000724
total	0.000153	0.0000806	0.0000724
## metrics by stage
stage / hold WS [ns] / setup WS (ns) / instances / TNS, ns / util, %
finish: 11.29 / 1.15 / 1090 / 0 / 61.3
global route: 11.38 / -0.0332 / 1090 / -0.0332 / 61.3
CTS: 11.29 / 0.371 / 1086 / 0 / 60.7
detailed placement: 11.28 / 0.469 / 1086 / 0 / 60.7
global placement: 11.28 / 0.901 / 1086 / 0 / 60.7
floorplan: 10.32 / 3.09 / 862 / 0 / -
## layout make-up
type | instances | area share [%]
multi-input cells | 760 | 79.1
inverters | 72 | 3.68
repair buffers | 111 | 14.7
well taps | 147 | 2.51
## how the worst max path moves through the flow
| stage | start | end | slack (ns) | depth (start not counted) |
|---|---|---|---|---|
| 4_1_cts | b[0] | out[30] | 0.37 | 86 |
| 5_1_grt | b[0] | out[31] | -0.03 | 88 |
| 6_report | b[0] | out[30] | 1.15 | 88 |
## routing by layer
metal | track usage [%] | vias to the layer above | share of wire [%]
met3 | 1.20 | 6 | 3.7
li1 | - | 3293 | -
met4 | 1.96 | 0 | 0.48
met2 | 46.3 | 120 | 46
met1 | 38.1 | 2967 | 50
met5 | 0 | - | 0
## logic make-up after synthesis
family | after synthesis
mux | 7
buf+inv | 102
xor+xnor | 83
compound gates | 283
simple gates | 231
fa+ha+maj | 156
Power and IR drop assume default switching activity.
