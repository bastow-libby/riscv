$ cat /design/flow/run.sh
#!/bin/bash
# OpenROAD 26Q1-2900-gdf79404cd8, Yosys 0.63+post, stock flow scripts
make -C /OpenROAD-flow-scripts/flow DESIGN_CONFIG=/design/flow/config.mk WORK_HOME=/design/flow/orfs finish
$ cat /design/flow/config.mk
export PLATFORM = sky130hd
export DESIGN_NAME = register
export DESIGN_NICKNAME = register
export VERILOG_FILES = /design/flow/design.v
export SDC_FILE = /design/flow/constraint.sdc
export NUM_CORES = 4
export LEC_CHECK = 1
export CORE_UTILIZATION = 40
$ cat /design/flow/constraint.sdc
current_design register

set clk_period 12.4
set clk_io_pct 0.2

create_clock -name clk0 -period $clk_period [get_ports {clk}]

set non_clock_inputs [all_inputs -no_clocks]
set_input_delay [expr $clk_period * $clk_io_pct] -clock clk0 $non_clock_inputs
set_output_delay [expr $clk_period * $clk_io_pct] -clock clk0 [all_outputs]
$ cat /design/flow/design.v
`timescale 1us/100ns
module dff (q, d, clk, rst);
    output          q;
    input           d;
    input           clk;
    input           rst;
    reg             state;
    assign #(1) q = state;
    always @(posedge clk) begin
        state = rst? 0 : d;
    end
endmodule
module register(a0, a1, wr, we, din, clk, rst, q0, q1);
    input [31:0] din;
    input [4:0] wr;
    input clk, rst, we;
    input [4:0] a0;
    input [4:0] a1;
    output [31:0] q0,q1;
    wire [31:0] r[0:31];
    assign r[0] = 32'b0;
    genvar i;
    generate
        for(i = 1; i < 32; i = i + 1) begin
            register32 rgstr(.din(din), .we((|(wr^i)&we) ? 1'b0 : 1'b1), .dout(r[i]), .clk(clk), .rst(rst));
        end
    endgenerate
    assign q0 = r[a0];
    assign q1 = r[a1];
endmodule
`timescale 1us/100ns
module register32(din, we, dout, clk, rst);
input [31:0] din;
input we, clk, rst;
output [31:0] dout;
genvar i;
generate
    for(i = 0; i < 32; i = i + 1) begin
        dff U (.q(dout[i]), .d(we ? din[i] : dout[i]), .clk(clk), .rst(rst));
    end
endgenerate
endmodule
==> results_slide.txt <==
Flow Results at a Glance

Synth
  – Seq share, synth: 41.7%
  – Synthesized area: between 40,000 and 50,000 sq um
  – Area reported by Yosys stat: between 40,000 and 50,000 sq um
  – Ys flops: roughly 990
  – Yosys synthesis warning count: 2
  – Number of cells in the yosys synthesis report: 6,355
  – Top cells, area: dfxtp_1 (42%), nand2_1 (17%), a21oi_1 (11%)
  – Unique masters post-synth: around 63
  – Post-Syn Instances: approximately 6,400
  – Post-synth EDFFs: 0
  – Asr flop ratio synth: 0%
  – Max-area cell share: between 40% and 50%
  – Top-count cell post-synth: nand2_1
  – Area leader, netlist: dfxtp_1
  – Post-synth top cells: nand2_1 (2,115), a21oi_1 (1,020), dfxtp_1 (992), a22oi_1 (621), clkbuf_1 (493)
  – Main flop type: dfxtp_1
  – Avg Cell Area, Syn: 7.49 sq um

Global routing
  – GR Util All Layers: approximately 47%
  – Initial antenna violation count: 15
  – Grt total ovfl: 0
  – First-pass GRT wire length: between 300,000 and 400,000 microns
  – Vias in the first global route: just under 50,000
  – Pin count of the biggest net entering global routing: around 150

Placement
  – Final HPWL DP: approximately 170,000 microns
  – Place WS: around 3200 ps
  – Placed instance count: ~7,600
  – GP Congestion: about 1.1
  – Input/output buffers: approximately 110

Setup path
  – CP endpoint kind: output port
  – Crit path launch: a0[4]
  – Critical Path RT: between 9000 and 10,000 ps
  – Flop-to-flop setup slack: 11,590 ps
  – Crit Path Max Fanout: 28
  – CP Class: primary input to output port
  – Crit path DAT: a little over 7000 ps
  – CP Launch Type: primary input
  – Reg-to-reg startpoint: genblk1[6].rgstr.genblk1[18].U.state

Layout
  – Number of flip-flops in the largest register: roughly 1,000
  – # fillers: approximately 11,000
  – Fin cells: between 7,000 and 8,000
  – Area grow syn2layout: 14.0%
  – Layout cells sized above 1: 9.84%

Clocking
  – Post-CTS Setup Bufs: 0
  – CTS Buf Count: approximately 110
  – Clock sink count: approximately 990
  – CTS tree: yes
  – Post-CTS Resized: 0
  – Latency at later pin: between 700 and 800 ps
  – Maximum buffer depth of the clock tree: 3
  – H-Tree Level Count: 3
  – Clock slew at reported path FFs: approximately 60 ps
  – Cts hold-fix bufs: 0
  – Clock Tree Root: clkbuf_16

STA
  – Max-slew headroom: between 10 and 15%
  – Final tally of hold violations: 0
  – Final Max-Slew Violation Tally: 0
  – Post-Route Setup TNS: 0 ps
  – Slew at the pin with the worst max-slew slack: ~1300 ps
  – Worst setup margin: 2860 ps
  – Setup repair after global routing missed its margin: no
  – Final setup fails: 0
  – Worst Skew: 0 ps
  – Cycle use final: 76.9%
  – FMAX: ~100 MHz
  – Fin crit period: about 9500 ps

Power
  – Peak VDD IR: around 110 uV
  – Leak: slightly above 20 nW
  – Power Density: about 150 nW/um^2

Die
  – Row count: 126
  – Die outline width: 347 microns
  – Core area: 118,000 sq um
  – Initial Util: 40.3%
  – Die area: 120,000 sq um
  – I/O pin count: around 110
  – Die Ht: 347 microns

Flow run
  – Max Cap Viol: 0
  – Count of tool warnings: 33

Route
  – DRC Markers: 0
  – WL/cell: 36.2 microns
  – Vias: around 54,000
  – DRT iter0 DRCs: between 8,000 and 9,000
  – Pre-Repair DR Iteration Count: 8
  – Via density: roughly 7
  – Final wirelength: between 200,000 and 300,000 microns
  – Antenna viol nets, final: 0

Outcome
  – Outcome: finished, final reports clean

Min path
  – Worst hold path type: flop to flop
  – Min-delay src: genblk1[8].rgstr.genblk1[21].U.state
==> cell families (layout without fill, tap and decap cells) <==
kind of cell	after synthesis	count (layout)	synth area share (%)
AND/OR/NAND/NOR	2609	2609	23.2
other	0	24	0
multiplexers	139	139	3.01
flip-flops	992	992	41.7
buffers and inverters	651	544	5.82
AND-OR/OR-AND	1964	1964	26.2
==> per-stage QoR <==
step / cell area (sq um) / total power, mW / utilization [%] / hold WS (ps)
after detailed placement: 50300 / 4.62 / 42.6 / 454
after global routing: 54200 / 8.36 / 45.9 / 482
final: 54200 / 8.21 / 45.9 / 463
after global placement: 50300 / 4.61 / 42.6 / 449
after floorplan: 47600 / 4.08 / - / 440
after CTS: 54200 / 8.12 / 45.9 / 462
==> report_power, final <==
| part | switching [mW] | internal, mW | total (mW) | leakage (nW) |
|---|---|---|---|---|
| logic | 0.795 | 0.288 | 1.08 | 10.3 |
| clock network | 1.47 | 2.10 | 3.57 | 1.90 |
| registers | 0.184 | 3.38 | 3.56 | 8.18 |
==> critical path, cell delays in order <==
cell,delay (ps)
buf_2,700
buf_4,550
nor2b_1,1080
and2_2,530
buf_4,560
a22oi_1,200
nand4_1,150
or4_1,240
clkdlybuf4s50_1,500
==> placed cells by master, fill, tap and decap left out, types with 67 or more instances in the layout <==
master,n
nand2_1,2115
a21oi_1,1020
dfxtp_1,992
a22oi_1,621
buf_4,227
nand4_1,157
clkbuf_16,110
mux2i_1,105
clkdlybuf4s50_1,105
a22o_1,68
and3_1,67
==> area by class of cell <==
| type | count | area (sq um) | share of cell area (%) |
|---|---|---|---|
| Antenna cell | 24 | 60.1 | 0.111 |
| Clock buffer | 153 | 3150 | 5.82 |
| Clock inverter | 47 | 686 | 1.26 |
| Inverter | 6 | 22.5 | 0.0415 |
| Multi-Input combinational cell | 4712 | 25700 | 47.4 |
| Sequential cell | 992 | 19900 | 36.6 |
| Tap cell | 1536 | 1920 | 3.54 |
| Timing Repair Buffer | 338 | 2830 | 5.21 |
==> layer usage <==
layer,global-route usage [%],vias up,share of wire (%)
li1,-,22100,-
met1,59.6,25200,36
met2,61.1,4950,38
met3,29.2,1343,18
met4,27.9,25,8.2
met5,1.36,-,0.11
==> path summary, 6_finish.rpt <==
kind | to | cells after the start
max | q0[26] | 9
min | genblk1[8].rgstr.genblk1[21].U.state | 2
max reg2reg | genblk1[6].rgstr.genblk1[18].U.state | 2
min reg2reg | genblk1[8].rgstr.genblk1[21].U.state | 2
Power and IR drop assume default switching activity.
