**config.mk**
```make
export PLATFORM = sky130hd
export DESIGN_NAME = genadder
export DESIGN_NICKNAME = genadder
export VERILOG_FILES = /design/flow/design.v
export SDC_FILE = /design/flow/constraint.sdc
export NUM_CORES = 4
export LEC_CHECK = 1
export CORE_AREA = 10 10 87 87
export DIE_AREA = 0 0 97 97
```
**constraint.sdc**
```tcl
current_design genadder

set clk_period 16.4
set clk_io_pct 0.2

create_clock -name clk0 -period $clk_period

set non_clock_inputs [all_inputs -no_clocks]
set_input_delay [expr $clk_period * $clk_io_pct] -clock clk0 $non_clock_inputs
set_output_delay [expr $clk_period * $clk_io_pct] -clock clk0 [all_outputs]
```
**design.v**
```verilog
`timescale 1us/100ns
module fulladder(
    input a, 
    input b,
    input cin, 
    output reg s,
    output reg cout
);
always @(*) begin
    case({a, b, cin})
        3'b000: begin
            s = 1'b0;
            cout = 1'b0;
        end
        3'b001: begin
            s = 1'b1;
            cout = 1'b0;
        end
        3'b010: begin
            s = 1'b1;
            cout = 1'b0;
        end
        3'b011: begin
            s = 1'b0;
            cout = 1'b1;
        end
        3'b100: begin
            s = 1'b1;
            cout = 1'b0;
        end
        3'b101: begin
            s = 1'b0;
            cout = 1'b1;
        end
        3'b110: begin
            s = 1'b0;
            cout = 1'b1;
        end
        3'b111: begin
            s = 1'b1;
            cout = 1'b1;
        end
        default: begin
            s = 1'b0;
            cout = 1'b0;
        end
    endcase
end
endmodule
`timescale 1us/100ns
module genadder(A, B, S, Cin, Cout);
input [31:0]A;
input [31:0]B;
input Cin;
output [31:0]S;
output Cout;
wire [32:0] internal_carry;
genvar i;
generate
    for(i = 0; i < 32; i = i + 1) begin
        fulladder U (.a(A[i]), .b(B[i]), .cin(internal_carry[i]), .s(S[i]), .cout(internal_carry[i+1]));
    end
endgenerate
assign internal_carry[0] = Cin;
assign Cout = internal_carry[32];
endmodule
```
**run.sh**
```bash
#!/bin/bash
# OpenROAD 26Q1-2900-gdf79404cd8, Yosys 0.63+post, stock flow scripts
make -C /OpenROAD-flow-scripts/flow DESIGN_CONFIG=/design/flow/config.mk WORK_HOME=/design/flow/orfs finish
```
==> flow_metrics.tcl <==
# yosys + openroad results
set metrics [dict create \
    top_cell_area_share_pct 40.3 \
    logic_family "adder cells" \
    synthTopCellsByCount "ha_1, nor2_1, inv_1" \
    error_line "[ERROR DPL-0036] Detailed placement failed." \
    crit_endpoint "S[31]" \
    haltStage "5_1_grt" \
    die_h_um 97 \
    port-buffer-count 98 \
    ys_types 49 \
    aoi_share_pct 17.5 \
    ys_seq_share_pct 0 \
    row_count 27 \
    syn_area_um2 2980 \
    synth_cells 385 \
    worstEpCategory "output port" \
    yosysWarningCount 1 \
    postCtsHoldBufs 0 \
    xor_area_share_pct 0.294 \
    fp_util_pct 52.8 \
    yosysTopAreaCell "ha_1" \
    dp_hpwl_um 6060 \
    area_leaders "ha_1, mux2i_1, buf_4" \
    ys_sh_mux_pct 10.1 \
    dpl_worst_slack_ns -4.92 \
    pin_count 98 \
    avgSynthCellArea_um2 7.74 \
    ys_sh_simple_pct 18.4 \
    grt_max_degree 8 \
    ys_sh_adder_pct 40.3 \
    dieWidth_um 97 \
    gp_congestion 0.837 \
    synth-cells-yosys 385 \
    status "aborted with a tool error" \
    synth_top_cell_by_count "ha_1" \
    ys_area_um2 2980 \
]
## kinds of logic after synthesis
family	after synthesis
xor+xnor	1
buf+inv	74
simple gates	108
compound gates	76
mux	30
fa+ha+maj	96
## metrics by stage
step	cell area [um^2]	std cells
floorplan	3020	385
global placement	4530	613
detailed placement	4530	613
CTS	5020	642
## timing repair
action,4_1_cts
pin swaps,80
hold endpoints to repair,0
endpoints found under the setup margin,13
resized,138
setup buffers,29
